--- config.mk ---
export PLATFORM = sky130hd
export DESIGN_NAME = ioctrl_wb
export DESIGN_NICKNAME = ioctrl_wb
export VERILOG_FILES = /design/flow/design.v
export SDC_FILE = /design/flow/constraint.sdc
export NUM_CORES = 4
export LEC_CHECK = 1
export CORE_AREA = 10 10 80 80
export DIE_AREA = 0 0 90 90
export SYNTH_HDL_FRONTEND = slang
--- constraint.sdc ---
current_design ioctrl_wb

set clk_period 3.8
set clk_io_pct 0.2

create_clock -name clk0 -period $clk_period [get_ports {clk_i}]

set non_clock_inputs [all_inputs -no_clocks]
set_input_delay [expr $clk_period * $clk_io_pct] -clock clk0 $non_clock_inputs
set_output_delay [expr $clk_period * $clk_io_pct] -clock clk0 [all_outputs]
--- design.v ---
module ioctrl_wb #(parameter BASE_ADDR = 32'h00000800) (
    input clk_i, 
    input rst_i,
    input      [31:0] dat_i, 
    output reg [31:0] dat_o, 
    input      [31:0] adr_i, 
    input      we_i, 
    input      [3:0] sel_i, 
    input      cyc_i, 
    input      stb_i, 
    output reg ack_o
);
localparam IDLE = 0;
localparam ACK  = 1;
wire read  = cyc_i & stb_i & !we_i;
wire write = cyc_i & stb_i & we_i;
reg state_r;
reg [31:0] data_r;
always@(posedge clk_i, posedge rst_i)
    if(rst_i) begin
        state_r <= 0;
        ack_o   <= 1'b0;
        data_r  <= 0;
        dat_o   <= 0;
    end else begin
        ack_o <= 1'b0;
        case(state_r)
            IDLE: 
                begin
                    if(write) begin
                        if(adr_i == BASE_ADDR)
                            data_r <= dat_i[7:0];
                        ack_o   <= 1'b1;
                        state_r <= ACK; 
                    end else if(read) begin
                        dat_o <= (adr_i == BASE_ADDR)? data_r: 0;
                        state_r <= ACK;
                    end
                end
            ACK:
                begin
                    ack_o   <= 1'b1;
                    state_r <= IDLE;
                end
        endcase
    end
endmodule
--- run.sh ---
#!/bin/bash
# OpenROAD 26Q1-2900-gdf79404cd8, Yosys 0.63+post, stock flow scripts
make -C /OpenROAD-flow-scripts/flow DESIGN_CONFIG=/design/flow/config.mk WORK_HOME=/design/flow/orfs finish
==> notes.md <==
fresh numbers from the pnr run: DR iter-0 viols=9, CTS clock-pin slew for the worst setup and hold paths=0.07 ns, minimum clock period=roughly 2.4 ns, PD cells=266 nW/um2, crit share post-route=63.0%, Antenna Diode Count=0, Post-Layout Cell Count=216, Max Clk Rate=418 MHz, FP Core Util=20.3%, MaxCap Viol Count=0, Final Hold Fails=0, Die Y=90 um, Mapped Cells=96, number of synthesized flops with an enable pin=0, PortBufs=~53, DRT Pass-1 Iters=3, setup repair bufs after CTS=0, CORE AREA=4720 um2, Placer Congestion=0.726, Slew @ Worst Pin=just under 0.7 ns, metal3 WL=138 um, outcome=finished clean, DR vias/cell=3.59, Sink Count=18, Leak Pwr=0.658 nW, Worst setup EP type=register, Met1 Routed Length=1120 um, top post-synthesis cells by count=24 x buf_4, 18 x dfrtp_1, 17 x nand2_1, 8 x mux2_2, 8 x o21ai_0, main area contributors=dfrtp_1 47%, buf_4 19%, mux2_2 9.4%, FFs w/ async S/R, synth=approximately 100%, Distinct cells, synth=18, Final setup viols=0, area grow syn2layout=58.7%, Crit path required time=3.94 ns, cells in synth_stat.txt=96, Avg WL per Cell=12.6 um, DR top layer=met4, Synth top cell by count=buf_4, antenna violations before repair=0, chip width=about 90 um, DR vias=775, Resized Gates After CTS=0, GRT Total Usage=6.20%, Synth area leader=dfrtp_1, Worst setup SP type=input pin, Fill cells=479, Synth Seq Share=around 47%, unrepaired setup endpoints after global routing=no, DP Wirelength=2350 um, CTS Root Cell=clkbuf_8, Die ar.=~8100 um2, metal2 WL=approximately 1400 um, Top Ports=106, Post-route DRC=0, max_slew headroom=54.4%, Most common reg cell=dfrtp_1, antenna-violating nets left=0, CTS tree=yes, hold buffers post-CTS=0, GRT Residual Overflow=0, total negative slack=0 ns, Max IR drop VDD=88.8 uV, clock tree buffer depth=2, H-tree depth=1, yosys stat chip area=961 um2, Num CTS Buffers=3, Setup Skew=between 0.0003 and 0.0004 ns, Post-Syn Area=approximately 960 um2, critical path class=input pin to register, Hold Crit Class=register to register, Syn Area/Cell=10.0 um2, Area leader share=46.9%, Seq cells post-synth=18, placed insts=between 200 and 250, Max Slew Vio Count=0, total wire length=2730 um, arrival time at the worst endpoint=2.53 ns, Syn. warnings=0, vias in the first global route=872, ratio of cells with drive above 1 in the final layout=10.1%, largest net degree at the start of global routing=19, Crit Path Max Fanout=8, warning total across the stage logs=53, clk ins delay skew pair=0.25 ns, placement row count=25, first-pass GRT wire length=4280 um
==> cell type report <==
cell class	count	area [um2]	area share, %
sequential	18	450	29.5
multi-input combinational	73	402	26.3
timing repair buffer	53	531	34.8
inverter	1	3.75	0.246
clock buffer	4	55.1	3.61
tap	67	83.8	5.50
==> through the flow <==
step / utilization (%) / instance area, um2 / total power, mW / setup WS (ns) / hold slack (ns)
detailed placement: 31.1 / 1470 / 0.257 / 1.11 / 0.450
finish: 32.3 / 1530 / 0.406 / 1.41 / 0.458
global route: 32.3 / 1530 / 0.424 / 1.26 / 0.490
floorplan: - / 1050 / 0.223 / 1.76 / 0.426
global placement: 31.1 / 1470 / 0.257 / 1.11 / 0.442
CTS: 32.3 / 1530 / 0.411 / 1.37 / 0.460
==> critical path, cell delays in order <==
cell and delay [ns]:
clkdlybuf4s50_1 0.41, nor4_1 0.29, nand4_1 0.23, nor3_4 0.46
mux2_2 0.38
==> power breakdown <==
group / internal, mW / switching, mW
combinational: 0.0433 / 0.0154
clock: 0.0919 / 0.0623
sequential: 0.193 / 0.000376
==> path summary, 6_finish.rpt <==
| check | endpoint | startpoint | cells after the start | slack (ns) |
|---|---|---|---|---|
| min in group asynchronous | dat_o[6]$_DFFE_PP0P_ | rst_i | 2 | 0.92 |
| hold / removal | ack_o$_DFF_PP0_ | state_r$_DFF_PP0_ | 1 | 0.46 |
| setup / recovery | data_r[6]$_DFFE_PP0P_ | adr_i[19] | 5 | 1.41 |
| max in group asynchronous | state_r$_DFF_PP0_ | rst_i | 2 | 2.45 |
| hold reg to reg | ack_o$_DFF_PP0_ | state_r$_DFF_PP0_ | 1 | 0.46 |
| setup reg to reg | data_r[6]$_DFFE_PP0P_ | state_r$_DFF_PP0_ | 4 | 2.22 |
==> layout by cell type (no fill, tap or decap) <==
cell and instances:
clkbuf_8 4, nor3_4 1, o21ai_0 8, mux2_2 8, nand2b_1 1, a31o_2 1
and3b_1 1, dfrtp_1 18, inv_1 1, nor4_1 7, nor2b_1 1, nand4_1 2
nor4b_1 1, clkdlybuf4s50_1 53, conb_1 24, or2_2 1, nand2_1 17
==> kinds of logic (layout without fill, tap and decap cells) <==
family                 Yosys count  in the layout  share of synthesized area (%)
AND-OR/OR-AND                    9              9                           5.08
buffers and inverters           28             58                           20.3
flip-flops                      18             18                           46.9
multiplexers                     8              8                           9.38
other                            1             24                          0.390
AND/OR/NAND/NOR                 32             32                           18.0
==> metal layers <==
layer / GRT usage (%) / vias to the layer above
li1: - / 385
met1: 7.38 / 356
met2: 11.3 / 32
met3: 1.26 / 2
met4: 1.19 / 0
met5: 0 / -
==> sequential cells by signal, indices dropped and copies added, names as in the netlist <==
register and cells:
ack_o 1, dat_o 8, data_r 8, state_r 1
Power figures rest on the tool's default switching activity, not on a simulated workload.
